File: design.v
module MAC #
(
parameter DATA_WIDTH = 8
)
(
input clk,
input rst_n,
input En,
input Clr,
input [DATA_WIDTH-1:0] Ain,
input [DATA_WIDTH-1:0] Bin,
output [DATA_WIDTH*3-1:0] Cout
);
logic [DATA_WIDTH*3-1:0] result;
logic [DATA_WIDTH*3-1:0] out;
assign result = Ain * Bin + out;
always_ff @(posedge clk, negedge rst_n)
  if (~rst_n)
    out <= '0;
  else if (Clr)
    out <= '0;
  else if (En)
    out <= result;
assign Cout = out;
endmodule
File: run.sh
#!/bin/bash
# OpenROAD 26Q1-2900-gdf79404cd8, Yosys 0.63+post, stock flow scripts
make -C /OpenROAD-flow-scripts/flow DESIGN_CONFIG=/design/flow/config.mk WORK_HOME=/design/flow/orfs finish
File: config.mk
export PLATFORM = sky130hd
export DESIGN_NAME = MAC
export DESIGN_NICKNAME = MAC
export VERILOG_FILES = /design/flow/design.v
export SDC_FILE = /design/flow/constraint.sdc
export NUM_CORES = 4
export LEC_CHECK = 1
export CORE_UTILIZATION = 50
File: constraint.sdc
current_design MAC

set clk_period 8.0
set clk_io_pct 0.2

create_clock -name clk0 -period $clk_period [get_ports {clk}]

set non_clock_inputs [all_inputs -no_clocks]
set_input_delay [expr $clk_period * $clk_io_pct] -clock clk0 $non_clock_inputs
set_output_delay [expr $clk_period * $clk_io_pct] -clock clk0 [all_outputs]
==> out/qor.csv <==
metric,value,unit
share of cells above drive strength 1,3.25,%
"setup slack, reg-to-reg",3.52,ns
RD Place Congestion,0.920,
TritonCTS Buffers,3,
Synth async-reset ratio,100,%
WP data arrival,6.36,ns
CP max stage cell,clkdlybuf4s50_1,
cells on worst reg2reg path,15,
Final Critical Period,6.18,ns
design area,4530,µm²
CTS max path bufs,2,
Critical R2R Launch,out[7]$_DFFE_PN0P_,
via count,3076,
root buffer cell,clkbuf_8,
diode count,0,
Unique cell types,46,
# rows,31,
number of remaining DRC errors,0,
post_cts resized,0,
WS Path Type,input pin to register,
crit-path leading delay family,adder cells,
Worst-Margin Slew,0.452,ns
cells in synth_stat.txt,455,
Post-synth EDFFs,0,
Synth Register Bits,24,
cycle use final,77.2,%
CTS tree,built,
io pins,44,
Synth Instances,455,
Pwr Total,1.47,mW
H-Tree Depth,1,
final hold vios,0,
crit path buf inv count,4,
area delta synth->final,15.1,%
Core Box Area,7450,µm²
Most used DFF post-synth,dfrtp_1,
post-route ant nets,0,
final slew viol count,0,
slew margin rel.,69.7,%
Largest register FFs,24,
hold_sp,out[3]$_DFFE_PN0P_,
RSZ-0062 raised after global routing,no,
initial antenna violation count,0,
DRT iter0 DRCs,97,
die area,8230,µm²
post-route setup TNS,0,ns
wire length per cell,14.4,µm
WHS Path Cells,2,
placed cell area,4460,µm²
VDD IR max,0.159,mV
hold_ws,0.572,ns
Chip Width,90.7,µm
total global-route track usage,23.5,%
Pre-antenna DRT Iters,4,
Mean Syn Cell Area,8.65,µm²
total of max-cap violations,0,
Worst Setup SP,Ain[0],
RR Endpoint,out[13]$_DFFE_PN0P_,
top flop regs,out: 24 flops,
DP Cell Count,588,
crit path DRT,8.19,ns
crit path max fanout,8,
largest net degree at the start of global routing,36,
"Most flops, register",out,
CP endpoint kind,register,
post-DR vias/cell,5.20,
IO buf count,43,
Synth Seq Share,15.3,%
GR Overflow Total,0,
fillers,651,
leakage power,2.32,nW
"slowest stage delay, CP",0.64,ns
startpoint type of the worst setup path,input pin,
most frequent CP cell,fa_1,
Hold Path Sink,out[3]$_DFFE_PN0P_,
clk slew on worst S/H paths,0.09,ns
Yosys chip area,3940,µm²
vias in the first global route,3086,
Fmax,0.162,GHz
Pwr Density,323,nW/µm²
Post CTS Setup Buffer Count,0,
worst-path cell chain,clkdlybuf4s50_1 > nand2_1 > fa_1 > fa_1 > inv_1 > fa_1 > inv_1 > fa_1 > inv_1 > ha_1 > a21o_1 > a221oi_2 > o21a_1 > o21ai_4 > xnor2_1 > a211oi_1,
DP Wirelength,6.93,mm
hold buffers post-CTS,0,
Ys Warns,1,
clock latency (worst-skew pair),0.27,ns
tool warnings,26,
Worst Hold Class,register to register,
chip height,90.7,µm
first-pass GRT wire length,14.8,mm
Post-Route WL,8.53,mm
fp util,52.9,%
Finished Layout Cells,592,
# clock sinks,24,
Worst Skew,0.00423,ns
status,completed,
final setup violation count,0,
synthesized area,3940,µm²
==> cell usage after synthesis (all sizes together) (2+ instances only) <==
library cell  instances  area share, %
a311oi                2           0.45
nor2b                 9            1.4
nand2b                4           0.64
a31oi                 4           0.64
a31o                  3           0.67
dfrtp                24             15
nor3                  5           0.64
ha                   41             13
o211ai                3           0.83
xnor2                 8            1.8
and3                  2           0.32
a22o                  2           0.45
nand3                 9            1.1
fa                   50             25
a211oi                6            1.1
xor2                  2           0.45
and2                 35            5.6
clkbuf                7           0.67
buf                   5           0.70
a21oi                14            1.9
nand2                45            4.3
nor4                  4           0.64
o311ai                2           0.45
o21ai                 8            1.3
nand4                11            1.7
inv                  98            9.3
a21o                  6            1.1
o21a                  3           0.57
mux2i                12            3.1
nor2                 22            2.3
==> worst max path at each step <==
stage	slack (ns)	to	depth (start not counted)
CTS	1.79	out[13]$_DFFE_PN0P_	16
global route	1.55	out[13]$_DFFE_PN0P_	16
finish	1.82	out[13]$_DFFE_PN0P_	16
==> routing by layer <==
| layer | track usage (%) | wire [µm] | vias to the layer above |
|---|---|---|---|
| li1 | - | - | 1535 |
| met4 | 1.88 | 61 | 0 |
| met1 | 37.7 | 4070 | 1451 |
| met3 | 5.47 | 539 | 6 |
| met5 | 0 | 0 | - |
| met2 | 35.5 | 3860 | 84 |
==> area by class of cell <==
class	count	area, µm²	area share (%)
Inverter	98	368	8.12
Clock buffer	3	41.3	0.911
Timing Repair Buffer	46	453	10.0
Sequential cell	24	601	13.3
Clock inverter	1	30.0	0.663
Tap cell	99	124	2.73
Multi-Input combinational cell	321	2910	64.3
==> worst min-delay path: cells and delay by family (launching register included) <==
family           cells  cell delay, ns
DFF                  1            0.38
muxes                1            0.08
and+or+nand+nor      1            0.08
==> per-stage QoR <==
stage | util (%) | setup slack [ns]
3_5_place_dp | 59.9 | 1.54
6_report | 60.8 | 1.82
4_1_cts | 60.8 | 1.79
3_3_place_gp | 59.9 | 1.53
5_1_grt | 60.8 | 1.55
2_1_floorplan | - | 2.36
==> placed cells by master (no fill, tap or decap), types with 2 or more instances in the layout <==
cell type and count:
a211oi_1 6, a21o_1 6, a21oi_1 13, a22o_1 2, a311oi_1 2, a31o_2 3, a31oi_1 4, and2_1 35
and3_1 2, buf_4 3, clkbuf_8 3, clkdlybuf4s50_1 43, dfrtp_1 24, fa_1 50, ha_1 41, inv_1 98
mux2i_1 12, nand2_1 45, nand2b_1 4, nand3_1 9, nand4_1 11, nor2_1 21, nor2b_1 9, nor3_1 5
nor4_1 4, o211ai_2 2, o21a_1 3, o21ai_0 7, xnor2_1 8, xor2_1 2
==> report_power, final <==
group          internal [mW]  switching, mW  leakage (nW)
Combinational          0.505          0.667          1.96
Sequential             0.152         0.0297         0.321
Clock                 0.0670         0.0446        0.0357
==> cell families (layout without fill, tap and decap cells) <==
kind of cell    Yosys count  count (layout)  synth area share, %
fa+ha+maj                91              91                 38.5
buf+inv                 110             148                 10.7
flops                    24              24                 15.3
compound gates           58              58                 10.7
xor+xnor                 10              10                 2.23
mux                      12              12                 3.05
simple gates            150             150                 19.5
Power figures rest on the tool's default switching activity, not on a simulated workload.
